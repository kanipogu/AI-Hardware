==> ./design.v <==
module threshold(
    input wire clk,
    input wire [7:0] pixel_in,
    input wire [7:0] threshold,
    output reg binary_out
);
initial begin
    $dumpfile("waveform.vcd");
    $dumpvars(1, clk);            
    $dumpvars(1, pixel_in);       
    $dumpvars(1, threshold);      
    $dumpvars(1, binary_out);     
end
always @(posedge clk) begin
    binary_out <= (pixel_in > threshold) ? 1'b1 : 1'b0;
end
endmodule
==> ./run.sh <==
#!/bin/bash
# OpenROAD 26Q1-2900-gdf79404cd8, Yosys 0.63+post, stock flow scripts
make -C /OpenROAD-flow-scripts/flow DESIGN_CONFIG=/design/flow/config.mk WORK_HOME=/design/flow/orfs finish
==> ./config.mk <==
export PLATFORM = sky130hd
export DESIGN_NAME = threshold
export DESIGN_NICKNAME = threshold
export VERILOG_FILES = /design/flow/design.v
export SDC_FILE = /design/flow/constraint.sdc
export NUM_CORES = 4
export LEC_CHECK = 1
export CORE_AREA = 10 10 70 70
export DIE_AREA = 0 0 80 80
==> ./constraint.sdc <==
current_design threshold

set clk_period 2.0
set clk_io_pct 0.2

create_clock -name clk0 -period $clk_period [get_ports {clk}]

set non_clock_inputs [all_inputs -no_clocks]
set_input_delay [expr $clk_period * $clk_io_pct] -clock clk0 $non_clock_inputs
set_output_delay [expr $clk_period * $clk_io_pct] -clock clk0 [all_outputs]
==> job_summary.md <==
## Synthesis and layout report

| Metric | Value |
|---|---|
| Status | `complete, no violations` |
| Top delay family on crit path | `buffers and inverters` |
| First-pass GRT wire length | `1.14 mm` |
| DP Area | `464 µm²` |
| Top cells by area | `ha_1, inv_1, dfxtp_1, a21oi_1, nor2b_4` |
| Crit-path slowest cell | `clkdlybuf4s50_1` |
| Clock share of power | `0` |
| Fin. max-slew vios | `0` |
| Layout Area Growth over Synthesis | `96.3%` |
| Share of post-route cells with drive strength above 1 | `0.0889` |
| Worst-margin pin slew | `0.205 ns` |
| WHS | `1.08 ns` |
| Setup TNS | `0 ns` |
| Max-cap violations | `0` |
| Ys Warns | `6` |
| Post-Layout Cell Count | `91` |
| Min-Delay Path Class | `reg -> out` |
| Crit path max fanout | `2` |
| OpenROAD warnings | `28` |
| Top Registers | `binary_out: 1 flops` |
| Die Y | `80 µm` |
| Total global routing overflow | `0` |
| Area leader share | `0.423` |
| Bufs and invs on worst path | `2` |
| Logic pwr share | `0.770` |
| Setup WS pre-CTS | `0.173 ns` |
| Die width | `80 µm` |
| Cell area after synthesis | `236 µm²` |
| Largest net degree at the start of global routing | `4` |
| Final core utilization | `0.136` |
| Sequential cell area | `20.0 µm²` |
| Pwr/cell area | `223 nW/µm²` |
| Initial antenna violation count | `0` |
| Worst-path clk slew | `0 ns` |
| Critical path data required time | `1.88 ns` |
| Leak Pwr | `0.207 nW` |
| FP Core Util | `0.0692` |
| Tcrit/Tclk final | `0.910` |
| Hold Fails Final Rpt | `0` |
| GRT Overall Usage | `0.0217` |
| Worst setup margin | `0.180 ns` |
| Site row count | `21` |
| DRT iter0 DRCs | `2` |
| Post_cts resized | `0` |
| Logic area | `186 µm²` |
| DRC viols | `0` |
| Post-CTS Hold Buffers | `0` |
| FILL cells | `396` |
| Net Sw Frac | `0.271` |
| Mean Syn Cell Area | `8.45 µm²` |
| Vias | `236` |
| Post-layout min period | `1.82 ns` |
| Largest register by flop count | `binary_out` |
| DR WL/cell | `7.55 µm` |
| Distinct lib cells | `12` |
| Max stage delay on crit path | `0.45 ns` |
| Startpoint Class | `primary input` |
| Placed Instances | `91` |
| Final Power | `104 µW` |
| Synth area leader | `ha_1` |
| Rel. slew slack | `0.863` |
| TritonRoute pass-1 iters | `4` |
| Worst vdd ir | `0.0658 mV` |
| Critical path arrival | `1.70 ns` |
| Pint | `75.4 µW` |
| RePlAce Congestion | `0.799` |
| Crit-path cells | `clkdlybuf4s50_1, inv_1, ha_1, nor2b_4, o211ai_2, a21oi_2, o22a_1` |
| Number of flip-flops in the largest register | `1` |
| Vias per Instance | `2.59` |
| Port bufs | `17` |
| Design area | `464 µm²` |
| Yosys cell count | `28` |
| Number of setup buffers added after CTS | `0` |
| Seq pwr share | `0.230` |
| Switching power | `28.1 µW` |
| RSZ-0062 raised after global routing | `no` |
| Mapped Cells | `28` |
| Die area | `6400 µm²` |
| Critical path class | `in -> reg` |
| Final tally of setup violations | `0` |
| Io pins | `18` |
| Ant diodes | `0` |
| Seq share, synth | `0.0847` |
| Routed WL | `687 µm` |
| CORE AREA | `3420 µm²` |
| DRT antenna net count | `0` |
| Yosys Chip Area | `236 µm²` |
| Setup crit end kind | `flop` |
| Detailed Place HPWL | `664 µm` |
| Fmax | `549 MHz` |
| Flops after synth | `1` |
| Vias in the first global route | `255` |
cells in the final DEF, fill, tap and decap left out:
cell type         n
clkdlybuf4s50_1  17
inv_1             8
ha_1              8
a21oi_1           3
nand4_2           1
nand4_1           1
nand2_1           1
o21ai_0           1
nor2b_4           1
o211ai_2          1
a21oi_2           1
o22a_1            1
dfxtp_1           1
synthesized netlist by cell type, drive strengths merged:
cell / count
inv: 8
o22a: 1
nor2b: 1
nand2: 1
o211ai: 1
nand4: 2
dfxtp: 1
o21ai: 1
ha: 8
a21oi: 4
logic make-up (layout without fill, tap and decap cells):
group | Yosys count | count (layout) | share of synthesized area
buf+inv | 8 | 25 | 0.127
flops | 1 | 1 | 0.0847
fa+ha+maj | 8 | 8 | 0.423
compound gates | 7 | 7 | 0.212
simple gates | 4 | 4 | 0.153
power by group through the flow:
stage,clock network (mW),logic (mW),registers (mW)
after CTS,0,0.0810,0.0239
after global routing,0,0.0901,0.0239
final,0,0.0797,0.0238
area by class of cell:
type / count / area share
flip-flops and latches: 1 / 0.0431
multi-input cells: 19 / 0.402
inverters: 8 / 0.0647
well taps: 46 / 0.124
repair buffers: 17 / 0.367
metal layers:
metal	global-route usage	wire, µm	vias to the layer above
met4	0	0	0
met3	0.00795	81	0
met1	0.0390	448	88
met2	0.0225	158	17
met5	0	0	-
li1	-	-	131
final timing paths:
kind                          from          to  slack [ns]  depth (start not counted)
worst max-delay path  threshold[1]  binary_out        0.18                          7
worst min-delay path    binary_out  binary_out        1.08                          1
No activity file was given, so power comes from the tool's default toggle rates.
